==> flow/design.v <==
module tollboothcontroller (
    input clk, reset,
    input vehicle_detect,
    input rfid_present, rfid_valid, rfid_sufficient,
    input manual_coin, manual_card,
    input vehicle_passgate,
    input maintenance_mode,
    input updaterate,
    input [1:0] vehicle_class,
    input [7:0] rate_input,
    input reset_counters,
    output reg gateopen, gateclose,
    output reg [15:0] vehiclecount0, vehiclecount1, vehiclecount2,  
    output reg [15:0] totalrevenue0, totalrevenue1, totalrevenue2,
    output reg [7:0] evasioncount
);
reg readrfid, askmanual, showerror, evasionalarm;
reg countvehicle, countrevenue, logevasion;
parameter idle = 4'd0,
          read_rfid = 4'd1,
          rfid_ok = 4'd2,
          rfid_fail = 4'd3,
          wait_manual = 4'd4,
          manual_ok = 4'd5,
          manual_fail = 4'd6,
          open_gate = 4'd7,
          gate_evasion = 4'd8,
          maintenance = 4'd9;
reg [3:0] state, nextstate;
reg [7:0] tollrates0, tollrates1, tollrates2;
always @(posedge clk or posedge reset) begin
    if (reset)
        state <= idle;
    else
        state <= nextstate;
end
always @(*) begin
    readrfid = 0;
    gateopen = 0;
    gateclose = 1;
    askmanual = 0;
    showerror = 0;
    evasionalarm = 0;
    countvehicle = 0;
    countrevenue = 0;
    logevasion = 0;
    nextstate = state;
    case (state)
        idle: begin
            if (maintenance_mode)
                nextstate = maintenance;
            else if (vehicle_detect)
                nextstate = read_rfid;
        end
        read_rfid: begin
            readrfid = 1;
            if (rfid_present) begin
                if (rfid_valid && rfid_sufficient)
                    nextstate = rfid_ok;
                else
                    nextstate = rfid_fail;
            end else
                nextstate = rfid_fail;
        end
        rfid_ok: begin
            countvehicle = 1;
            countrevenue = 1;
            nextstate = open_gate;
        end
        rfid_fail: begin
            askmanual = 1;
            nextstate = wait_manual;
        end
        wait_manual: begin
            if (manual_coin || manual_card)
                nextstate = manual_ok;
        end
        manual_ok: begin
            countvehicle = 1;
            countrevenue = 1;
            nextstate = open_gate;
        end
        manual_fail: begin
            showerror = 1;
            nextstate = wait_manual;
        end
        open_gate: begin
            gateopen = 1;
            gateclose = 0;
            if (vehicle_passgate)
                nextstate = idle;
        end
        gate_evasion: begin
            evasionalarm = 1;
            logevasion = 1;
            nextstate = idle;
        end
        maintenance: begin
            if (!maintenance_mode)
                nextstate = idle;
        end
        default: nextstate = idle;
    endcase
    if ((state != open_gate) && vehicle_passgate)
        nextstate = gate_evasion;
end
always @(posedge clk or posedge reset) begin
    if (reset) begin
        vehiclecount0 <= 0;
        vehiclecount1 <= 0;
        vehiclecount2 <= 0;
        totalrevenue0 <= 0;
        totalrevenue1 <= 0;
        totalrevenue2 <= 0;
        tollrates0 <= 8'd50;
        tollrates1 <= 8'd100;
        tollrates2 <= 8'd150;
        evasioncount <= 0;
    end else begin
        if (reset_counters) begin
            case (vehicle_class)
                2'd0: begin vehiclecount0 <= 0; totalrevenue0 <= 0; end
                2'd1: begin vehiclecount1 <= 0; totalrevenue1 <= 0; end
                2'd2: begin vehiclecount2 <= 0; totalrevenue2 <= 0; end
            endcase
            evasioncount <= 0;
        end
        if (countvehicle) begin
            case (vehicle_class)
                2'd0: vehiclecount0 <= vehiclecount0 + 1;
                2'd1: vehiclecount1 <= vehiclecount1 + 1;
                2'd2: vehiclecount2 <= vehiclecount2 + 1;
            endcase
        end
        if (countrevenue) begin
            case (vehicle_class)
                2'd0: totalrevenue0 <= totalrevenue0 + tollrates0;
                2'd1: totalrevenue1 <= totalrevenue1 + tollrates1;
                2'd2: totalrevenue2 <= totalrevenue2 + tollrates2;
            endcase
        end
        if (logevasion)
            evasioncount <= evasioncount + 1;
        if (updaterate) begin
            case (vehicle_class)
                2'd0: tollrates0 <= rate_input;
                2'd1: tollrates1 <= rate_input;
                2'd2: tollrates2 <= rate_input;
            endcase
        end
    end
end
endmodule
==> flow/run.sh <==
#!/bin/bash
# OpenROAD 26Q1-2900-gdf79404cd8, Yosys 0.63+post, stock flow scripts
make -C /OpenROAD-flow-scripts/flow DESIGN_CONFIG=/design/flow/config.mk WORK_HOME=/design/flow/orfs finish
==> flow/config.mk <==
export PLATFORM = sky130hd
export DESIGN_NAME = tollboothcontroller
export DESIGN_NICKNAME = tollboothcontroller
export VERILOG_FILES = /design/flow/design.v
export SDC_FILE = /design/flow/constraint.sdc
export NUM_CORES = 4
export LEC_CHECK = 1
export CORE_UTILIZATION = 50
==> flow/constraint.sdc <==
current_design tollboothcontroller

set clk_period 4.1
set clk_io_pct 0.2

create_clock -name clk0 -period $clk_period [get_ports {clk}]

set non_clock_inputs [all_inputs -no_clocks]
set_input_delay [expr $clk_period * $clk_io_pct] -clock clk0 $non_clock_inputs
set_output_delay [expr $clk_period * $clk_io_pct] -clock clk0 [all_outputs]
==> results.toml <==
# generated from flow reports
[finish]
comb_area_sq_um = 3398
fillCellCount = 1011
ff_latch_area_sq_um = 3442
area_delta_synth_final_pct = 30.30
layout-drive-gt1-share_pct = 9.618

[critical_path]
arrival_ns = 2.81
startpoint_to_endpoint_class_of_the_critical_path = "primary input to flip-flop"
cp_data_required_time_ns = 4.37
crit_path_end_kind = "flip-flop"
startpoint = "vehicle_class[1]"
slack_of_the_worst_reg_to_reg_path_ns = 1.83
crit_path_end = "vehiclecount0[10]$_DFF_PP0_"
crit_path_start_kind = "primary input"
r2r_start = "totalrevenue2[0]$_DFF_PP0_"
crit_fanout = 23
r2r_end = "totalrevenue2[14]$_DFF_PP0_"
timing.reg2reg.worst_path_depth = 7

[job]
tool_warnings = 28
maxCapViolCount = 0

[drt]
drt_iter0_drc = 276
antenna_cells_inserted = 0
vias_per_cell = 5.730
wl_per_cell_microns = 15.90
vias = 5656
first_pass_iters = 4
detail_route.wirelength_mm = 15.69
route.antenna.remaining_nets = 0
drcViolationCount = 0

[placed_design]
finalWeightedCongestion = 0.8945
detailedPlacementHpwl_mm = 10.87
io_buffer_count = 127

[pwr]
pwr-share-clk_pct = 45.0
share_comb_of_total_power_pct = 11.6
p_sw_share_pct = 23.58
seq_power_share_pct = 43.4
leakage_uw = 0.004073
power_density_of_the_placed_cells_nw_per_um2 = 387.9
switchingPower_uw = 827.5
power.internal_uw = 2681
irDropWorstVdd_mv = 0.2906

[synth]
synth.yosys.warnings = 1
post_synth_num_cell_types = 54
syn_inst = 661
synth-area-yosys_sq_um = 6940
yosys_cells = 661
synth_area_per_cell_sq_um = 10.50
enable_flop_cells = 0
ys_dominant_reg_cell = "dfrtp_1"
postSynthRegisterBits = 137
synth_area_sq_um = 6940
async_flop_share_pct = 100.0
postSynthSeqShare_pct = 49.59

[die]
die_width_microns = 119.8
io_pins = 128
fp.coreArea_sq_um = 13400
overall_chip_area_sq_um = 14360
floorplan.initialDensity_pct = 51.79
die_height_microns = 119.8
rows = 42

[clock_tree]
post_cts.resized_instances = 0
worst_skew_pair.late_latency_ns = 0.41
cts.htree.levels = 4
buffer_count_from_post_cts_setup_fixing = 0
post_cts_hold_buffer_count = 0
cts_tree = "done"
clk_root_buffer_cell = "clkbuf_16"
cts_max_path_buffers = 2
cts_sink_count = 137
clk_pin_slew_worst_paths_ns = 0.05
cts_buffers = 17

[global_route]
grt_pass1_vias = 5311
grt_first_pass_wirelength_mm = 26.05
grt_antenna_before_repair = 0
globalRouteTotalUtil_pct = 23.75
grt_max_degree = 138
globalRouteOverflowTotal = 0

[timing]
fmax_ghz = 0.3947
post-route-min-period_ns = 2.534
fin_worst_skew_ns = 0.006189
report.final.setup_viol = 0
holdWs_ns = 0.4793
accumulated_negative_setup_slack_ns = 0
finalMaxSlewViolations = 0
final-hold-violation-count = 0
max_slew_margin_pct = 35.58
worst-slew-pin-transition_ns = 0.9599
finalClockPeriodUsage_pct = 61.80
grt_setup_unrepaired = "false"

[min_path]
path_class_of_the_lowest_slack_min_delay_path = "flip-flop to flip-flop"

[run_status]
run_status = "completed"
[registers in the layout, summed over array words and instances (netlist names)]
| name | flops |
|---|---|
| evasioncount | 8 |
| state | 9 |
| tollrates0 | 8 |
| tollrates1 | 8 |
| tollrates2 | 8 |
| totalrevenue0 | 16 |
| totalrevenue1 | 16 |
| totalrevenue2 | 16 |
| vehiclecount0 | 16 |
| vehiclecount1 | 16 |
| vehiclecount2 | 16 |
[how the worst min path moves through the flow]
stage | startpoint | endpoint | slack (ns) | depth (start not counted)
finish | vehiclecount1[15]$_DFF_PP0_ | vehiclecount1[15]$_DFF_PP0_ | 0.48 | 1
global route | vehiclecount1[15]$_DFF_PP0_ | vehiclecount1[15]$_DFF_PP0_ | 0.51 | 1
CTS | vehiclecount1[15]$_DFF_PP0_ | vehiclecount1[15]$_DFF_PP0_ | 0.48 | 1
[per-layer routing]
layer	share of wire, %	up-vias	track usage (%)
li1	-	2729	-
met1	46	2747	36.47
met2	46	157	35.91
met3	5.9	23	6.311
met4	2.0	0	4.531
met5	0	-	0
[layout make-up]
class / instances / share of cell area, %
timing repair buffer: 132 / 14.61
clock inverter: 8 / 1.273
clock buffer: 24 / 5.548
multi-input combinational: 499 / 37.58
tap: 176 / 2.435
sequential: 137 / 38.06
inverter: 11 / 0.4981
[worst max-delay path, stage by stage]
cell	delay, ns
clkdlybuf4s50_1	0.50
nor2_1	0.32
nand3_1	0.71
o211ai_1	0.34
o31ai_1	0.11
[synth_stat cells (3+ instances only)]
master / instances / share of area, %
dfrtp_1: 126 / 45
nand2_1: 104 / 5.6
mux2i_1: 46 / 6.6
o21ai_0: 39 / 2.8
nand3_1: 38 / 2.7
ha_1: 28 / 5.0
mux2_2: 24 / 3.9
nor2_1: 22 / 1.2
nand4_1: 20 / 1.8
a21oi_1: 19 / 1.4
o211ai_1: 15 / 1.6
a22o_1: 14 / 1.8
xor2_1: 13 / 1.6
and3_1: 12 / 1.1
dfstp_2: 11 / 4.2
inv_1: 11 / 0.59
o31ai_1: 10 / 1.1
clkbuf_1: 9 / 0.49
a211oi_1: 8 / 0.87
nor3_1: 8 / 0.58
xnor2_1: 8 / 1.0
a21o_1: 6 / 0.65
and2_1: 6 / 0.54
buf_2: 5 / 0.36
a31oi_1: 4 / 0.36
and4_1: 4 / 0.50
nand2b_1: 4 / 0.36
o21ai_1: 4 / 0.29
a21boi_0: 3 / 0.32
a32oi_1: 3 / 0.38
fa_1: 3 / 0.87
o21bai_1: 3 / 0.32
[through the flow]
stage / setup WS, ns / utilization [%] / area, sq um / instances / power, uW
detailed placement: 1.167 / 62.89 / 8427 / 955 / 1951
finish: 1.566 / 67.49 / 9044 / 987 / 3508
floorplan: 1.582 / - / 6944 / 661 / 1802
global placement: 1.238 / 62.89 / 8427 / 955 / 1939
global route: 1.355 / 67.49 / 9044 / 987 / 3659
CTS: 1.605 / 67.49 / 9044 / 987 / 3543
[power groups by stage]
stage	registers, uW	clock network [uW]	logic [uW]
4_1_cts	1520	1610	409
5_1_grt	1540	1670	457
6_report	1520	1580	407
[kinds of logic (layout without fill, tap and decap cells)]
family          Yosys count  count (layout)  synth area share (%)
compound gates          144             144                 13.88
xor+xnor                 21              21                 2.650
fa+ha+maj                31              31                 5.913
buf+inv                  25             175                 1.442
flops                   137             137                 49.59
mux                      70              70                 10.53
simple gates            233             233                 15.99
[cells in the final DEF, fill, tap and decap left out, drive strengths merged, types with 10 or more instances in the layout]
master         netlist  layout
clkdlybuf4s50        0     127
dfrtp              126     126
nand2              104     104
mux2i               46      46
o21ai               43      43
nand3               38      38
ha                  28      28
mux2                24      24
clkbuf               9      24
nor2                23      23
nand4               20      20
a21oi               19      19
o211ai              15      15
a22o                14      14
xor2                13      13
and3                12      12
dfstp               11      11
inv                 11      10
o31ai               10      10
nor3                10      10
Power is estimated from default activity; no workload was simulated.
